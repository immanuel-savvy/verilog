==> /design/flow/design.v <==
module finite_state_machine(
  clock,  
  reset,  
  req_0,  
  req_1,  
  req_2,  
  req_3,  
  gnt_0,  
  gnt_1,  
  gnt_2,  
  gnt_3,  
);
input clock;  
input reset;  
input req_0;  
input req_1;  
input req_2;  
input req_3;  
output gnt_0;  
output gnt_1;  
output gnt_2;  
output gnt_3;  
reg gnt_0;   
reg gnt_1;   
reg gnt_2;   
reg gnt_3;   
parameter [2:0] IDLE = 3'b000;
parameter [2:0] GNT0 = 3'b001;
parameter [2:0] GNT1 = 3'b010;
parameter [2:0] GNT2 = 3'b011;
parameter [2:0] GNT3 = 3'b100;
reg [2:0] state, next_state;
always @(state or req_0 or req_1 or req_2 or req_3)
begin
  next_state = 0;
  case(state)
    IDLE:
      if (req_0 == 1'b1) begin
        next_state = GNT0;
      end else if (req_1 == 1'b1) begin
        next_state = GNT1;
      end else if (req_2 == 1'b1) begin
        next_state = GNT2;
      end else if (req_3 == 1'b1) begin
        next_state = GNT3;
      end else begin
        next_state = IDLE;
      end
    GNT0:
      if (req_0 == 1'b0) begin
        next_state = IDLE;
      end else begin 
        next_state = GNT0;
      end
    GNT1:
      if (req_1 == 1'b0) begin
        next_state = IDLE;
      end else begin
        next_state = GNT1;
      end
    GNT2:
      if (req_2 == 1'b0) begin
        next_state = IDLE;
      end else begin
        next_state = GNT2;
      end
    GNT3:
      if (req_2 == 1'b0) begin
        next_state = IDLE;
      end else begin
        next_state = GNT3;
      end
    default: next_state = IDLE;
  endcase
end
always @ (posedge clock)
begin: OUTPUT_LOGIC
  if (reset) begin
    gnt_0 <= #1 1'b0;
    gnt_1 <= #1 1'b0;
    gnt_2 <= #1 1'b0;
    gnt_3 <= #1 1'b0;
    state <= #1 IDLE;
  end else begin
    state <= #1 next_state;
    case (state)
      IDLE: begin
        gnt_0 <= #1 1'b0;
        gnt_1 <= #1 1'b0;
        gnt_2 <= #1 1'b0;
        gnt_3 <= #1 1'b0;
      end
      GNT0: begin
        gnt_0 <= #1 1'b1;
      end
      GNT1: begin
        gnt_1 <= #1 1'b1;
      end
      GNT2: begin
        gnt_2 <= #1 1'b1;
      end
      GNT3: begin
        gnt_3 <= #1 1'b1;
      end
      default: begin
        state <= #1 IDLE;
      end
    endcase
  end
end
endmodule
==> /design/flow/run.sh <==
#!/bin/bash
# OpenROAD 26Q1-2900-gdf79404cd8, Yosys 0.63+post, stock flow scripts
make -C /OpenROAD-flow-scripts/flow DESIGN_CONFIG=/design/flow/config.mk WORK_HOME=/design/flow/orfs finish
==> /design/flow/config.mk <==
export PLATFORM = sky130hd
export DESIGN_NAME = finite_state_machine
export DESIGN_NICKNAME = finite_state_machine
export VERILOG_FILES = /design/flow/design.v
export SDC_FILE = /design/flow/constraint.sdc
export NUM_CORES = 4
export LEC_CHECK = 1
export CORE_AREA = 10 10 70 70
export DIE_AREA = 0 0 80 80
==> /design/flow/constraint.sdc <==
current_design finite_state_machine

set clk_period 1.0
set clk_io_pct 0.2

create_clock -name clk0 -period $clk_period [get_ports {clock}]

set non_clock_inputs [all_inputs -no_clocks]
set_input_delay [expr $clk_period * $clk_io_pct] -clock clk0 $non_clock_inputs
set_output_delay [expr $clk_period * $clk_io_pct] -clock clk0 [all_outputs]
==> results.yml <==
# synthesis and place-and-route metrics
setup_path:
  cp-end-kind: "output port"
  cp_slowest_cell: "dfxtp_2"
  arrival_ns: 0.74
  worstPathMaxFanout: 2
  worstPathRequired_ns: 0.80
  cp.depth: 1
  rrSetupSlack_ns: 0.11
  path_buffers: 1
  critPathMaxStageDelay_ns: 0.32
  cp-start-kind: "register"
  crit_chain: "clkdlybuf4s15_1"
  cp-endpoint: "gnt_3"
  r2r_cells: 3
  setup.worst_path.start: "gnt_3"
  path_class: "reg -> out"
  critPathTopFamily: "flip-flops"
  regToRegStartpoint: "state[0]"
  r2r_end: "state[4]"
cells_and_area:
  area_delta_synth_final_pct: 58.5
  layoutNonFillerInstCount: 99
  drive_above_1_share: 0.321
clocking:
  clock_latency_ns: 0.25
  cts_inserted_buffers: 3
  cts_sinks: 9
  htree_levels: 1
  cts_hold_buf: 0
  cts.path.max_buffers: 2
  cts_tree: "yes"
  clockRootBuffer: "clkbuf_4"
  clk_pin_slew_ns: 0.06
power_and_ir_drop:
  seqPwrFrac: 0.519
  switching_power_w: 0.000166
  power_frac_clock: 0.360
  power.internal_w: 0.000577
  p_leak_nw: 0.215
  pwr-share-comb: 0.121
  powerDensity_mw_per_mm2: 1350
  vdd_drop_max_v: 0.000525
  swShare: 0.223
sta:
  min_period_over_period: 0.941
  whs_ns: 0.404
  setup_violations: 0
  fin_crit_ns: 0.941
  final_max_slew_viol_count: 0
  maxSlewHeadroom: 0.836
  worstMarginPinSlew_ns: 0.247
  hold_violations: 0
  rsz0062_at_grt: "no"
  fmax_mhz: 1060
  clock_skew_ns: 0.00255
yosys:
  ys_top_cells_by_count: "dfxtp_1 (9), a21oi_1 (6), nor2_1 (6), inv_1 (3), nor3_1 (3)"
  async_flop_share: 0
  ys_seq_frac: 0.520
  yosys_warnings: 1
  synth_area_um2: 347
  top_cell_area_share: 0.520
  most_common_cell: "dfxtp_1"
  yosysUniqueCellTypes: 13
  edf_count: 0
  yosys_register_bits: 9
  ys_cells: 35
  top_area_cell: "dfxtp_1"
  top_cells_by_area: "dfxtp_1 (52%), a21oi_1 (8.7%), nor2_1 (6.5%)"
  avgSynthCellArea_um2: 9.90
  flop_cell: "dfxtp_1"
  netlist_instances: 35
  yosys_area_um2: 347
global_route:
  busiest_layer: "met2"
  grt-ovfl-total: 0
  use_met1: 0.0289
  track_usage: 0.0230
  gr-usage-met2: 0.0337
  grt_max_degree: 7
  grt_pass1_wl_mm: 1.26
  grt_pass1_vias: 301
  use_met3: 0.0136
  grt_antenna_before_repair: 0
routing:
  antenna_cells: 0
  dr.pass1.iters: 4
  vias_per_cell: 3.14
  first_iter_violations: 16
  wl_um: 747
  drt-wirelength-per-cell_um: 7.55
  drc: 0
  ant_nets: 0
  vias: 311
die:
  rows: 21
  ioPinCount: 10
  die-area_mm2: 0.00640
  fp-utilization: 0.101
  dieHeight_um: 80
  coreArea_mm2: 0.00342
  dieWidth_um: 80
flow_run:
  tool_warnings: 25
  max_cap_violations: 0
hold_path:
  hp-class: "in -> reg"
  hp-start: "req_1"
outcome:
  outcome: "finished, final reports clean"
place:
  dpl.cell_count: 94
  io_buffers: 9
  dp_hpwl_um: 615
  gp_congestion: 0.739
==> cell type report <==
cell class	instances	area, um^2
fill	400	2870
sequential	9	184
multi-input combinational	22	144
timing repair buffer	15	126
tap	46	57.6
clock buffer	4	26.3
inverter	3	11.3
==> cells by family (layout without fill, tap and decap cells) <==
logic type	after synthesis	count (layout)	synth area share
DFF	9	9	0.520
and+or+nand+nor	14	14	0.260
buffers and inverters	4	22	0.0650
AOI/OAI and AO/OA	8	8	0.155
==> layer usage <==
| layer | share of wire | wire (um) |
|---|---|---|
| met2 | 0.44 | 326 |
| met5 | 0 | 0 |
| met4 | 0 | 0 |
| met1 | 0.49 | 369 |
| met3 | 0.068 | 51 |
==> metrics by stage <==
stage / power (W) / setup TNS (ns) / area, um^2 / utilization / setup slack, ns
floorplan: 0.000432 / 0 / 347 / - / 0.208
global placement: 0.000487 / -1.72 / 520 / 0.152 / -0.307
detailed placement: 0.000489 / -1.69 / 520 / 0.152 / -0.312
CTS: 0.000761 / 0 / 554 / 0.162 / 0.00357
global route: 0.000785 / 0 / 549 / 0.161 / 0.00948
finish: 0.000743 / 0 / 549 / 0.161 / 0.0594
==> worst register-to-register path, stage by stage (launching register included) <==
cell and delay, ns:
dfxtp_1 0.37, nor3b_2 0.22, nor2_1 0.06, nor3b_1 0.16
==> power groups by stage <==
stage | combinational, W | sequential [W] | clock (W)
after global routing | 0.0000995 | 0.000388 | 0.000298
final | 0.0000897 | 0.000386 | 0.000267
after CTS | 0.0000914 | 0.000386 | 0.000284
==> registers in the layout, indices dropped and copies added (netlist names) <==
| name | count |
|---|---|
| state | 5 |
| gnt_0 | 1 |
| gnt_2 | 1 |
| gnt_1 | 1 |
| gnt_3 | 1 |
==> how the worst min path moves through the flow <==
| stage | endpoint | slack, ns | cells after the start |
|---|---|---|---|
| 4_1_cts | state[2] | 0.39 | 3 |
| 5_1_grt | state[2] | 0.41 | 3 |
| 6_report | state[2] | 0.40 | 3 |
==> cell usage in the layout, fill, tap and decap left out <==
cell / synthesis / routed
inv_1: 3 / 3
buf_4: 0 / 6
nor2_1: 6 / 6
a221oi_2: 1 / 1
nor3_1: 3 / 3
nand2_1: 1 / 1
nor3b_1: 1 / 1
nand3b_1: 1 / 1
o21ai_2: 1 / 1
nor4_4: 1 / 1
nor3b_2: 1 / 1
dfxtp_2: 0 / 3
dlygate4sd2_1: 0 / 3
clkbuf_4: 0 / 3
clkdlybuf4s15_1: 0 / 3
clkbuf_2: 0 / 1
clkbuf_1: 0 / 1
a21oi_1: 6 / 6
dfxtp_1: 9 / 6
clkdlybuf4s50_1: 0 / 2
==> what timing repair did <==
| item | in CTS | in global routing |
|---|---|---|
| buffers inserted | 1 | 0 |
| gates resized | 14 | 1 |
| endpoints found under the hold margin | 0 | 0 |
| setup endpoints to repair | 5 | 1 |
Power and IR drop assume default switching activity.
