--- config.mk ---
export PLATFORM = sky130hd
export DESIGN_NAME = counter
export DESIGN_NICKNAME = counter
export VERILOG_FILES = /design/flow/design.v
export SDC_FILE = /design/flow/constraint.sdc
export NUM_CORES = 4
export LEC_CHECK = 1
export CORE_AREA = 10 10 70 70
export DIE_AREA = 0 0 80 80
--- constraint.sdc ---
current_design counter

set clk_period 1.7
set clk_io_pct 0.2

create_clock -name clk0 -period $clk_period [get_ports {clock}]

set non_clock_inputs [all_inputs -no_clocks]
set_input_delay [expr $clk_period * $clk_io_pct] -clock clk0 $non_clock_inputs
set_output_delay [expr $clk_period * $clk_io_pct] -clock clk0 [all_outputs]
--- run.sh ---
#!/bin/bash
# OpenROAD 26Q1-2900-gdf79404cd8, Yosys 0.63+post, stock flow scripts
make -C /OpenROAD-flow-scripts/flow DESIGN_CONFIG=/design/flow/config.mk WORK_HOME=/design/flow/orfs finish
--- design.v ---
module counter(
  clock,         
  reset,         
  enable,        
  counter_out    
);   
input clock, reset, enable;
output[3:0] counter_out;
wire clock, reset, enable;
reg[3:0] counter_out;
always @(posedge clock)
  begin: COUNTER  
  if(reset == 1'b1) begin
    counter_out <= 4'b0000;
  end
  else if(enable == 1'b1) begin
    counter_out <= counter_out + 1;
  end
end
endmodule  
==> reports/metrics.yaml <==
hp-class: "flop to flop"
drv_slew: 0
ys_warn_count: 1
grt_usage_pct: 1.76
p_sw_uw: 51.6
hold_viol_final: 0
instances_no_fill: 71
cts_buffers: 3
ant_nets: 0
relSlewSlack_pct: 83.2
antenna_found_initial: 0
endpoint_kind: "output port"
setup_viol_count_final: 0
portBuffers: 6
drv_cap: 0
via_per_inst: 1.96
cts_root_buf: "clkbuf_4"
cts.sinks: 4
area_leaders: "dfxtp_1 45%, mux2_4 8.4%, ha_1 7.0%"
row_count: 21
ys_cells: 16
p_clk_share_pct: 45.6
clockBufferDepth: 2
drt_iter0_drc: 12
clkLatencyLatePin_ns: 0.23
cts_resized: 0
cts_tree: "yes"
crit_buf_inv: 1
seq_power_share_pct: 42.6
dieArea_sq_mm: 0.00640
final_layout_top_logic_cells: "6 x clkdlybuf4s50_1, 4 x dfxtp_1, 3 x nor2_1, 3 x clkbuf_4"
max_stage_delay_ns: 0.50
path_cells: "clkdlybuf4s50_1"
start_kind: "flop"
largest_reg_flops: 4
max_freq_mhz: 681
top_regs: "counter_out x4"
clkTransAtPathRegs_ns: 0.04
fin_tns_setup_ns: 0
place_inst: 68
lay_top_count: "clkdlybuf4s50_1"
ir_drop_uv: 213
status: "finished, final reports clean"
cts_htree_levels: 1
top_area_share_pct: 44.8
ys_ff: 4
gr-total-overflow: 0
p_int_uw: 198
grt_max_degree: 6
synth.distinct_cells: 11
cts_hold_buf: 0
cpMaxStageDelayCell: "clkdlybuf4s50_1"
place_ws_ns: 0.195
grt_pass1_vias: 161
synth_area_per_cell_sq_um: 11.2
vias: 139
wl_per_cell_um: 6.62
gp_congestion: 0.647
switching_share_pct: 20.7
worstSetupPathType: "flop to output port"
grt_pass1_wl_um: 834
period_minus_slack_ns: 1.47
synth.largest_area_cell: "dfxtp_1"
syn_area_sq_um: 179
area_delta_synth_final_pct: 78.3
largest-register: "counter_out"
required_ns: 1.36
fill_cells: 401
drc_errors: 0
critPathArrivalTime_ns: 1.13
die_x_um: 80
crit_family: "buffers and inverters"
skew_ns: 0.00331
warnings: 25
yosysChipArea_sq_um: 179
antennaDiodeCount: 0
ys_seq_share_pct: 44.8
comb_power_share_pct: 11.8
first_pass_iters: 2
wirelength_um: 470
dieHeight_um: 80
drive_gt1_share_pct: 24.0
core_area_sq_mm: 0.00342
setup_ws_ns: 0.232
synthCells: 16
cts_setup_buffers: 0
worstMarginPinSlew_ns: 0.251
rsz0062_at_grt: "false"
fp-utilization_pct: 5.24
pin_count: 7
p_per_area_mw_per_mm2: 781
leakage_nw: 0.120
timing.final.crit_share_pct: 86.3
critPathMaxFanout: 4
through the flow:
| stage | area (sq um) | hold slack, ns | util, % | total power [mW] |
|---|---|---|---|---|
| floorplan | 179 | 0.409 | - | 0.116 |
| global placement | 297 | 0.553 | 8.68 | 0.137 |
| detailed placement | 297 | 0.567 | 8.68 | 0.137 |
| CTS | 319 | 0.577 | 9.34 | 0.256 |
| global route | 319 | 0.620 | 9.34 | 0.271 |
| finish | 319 | 0.572 | 9.34 | 0.249 |
cell usage after synthesis (all sizes together):
library cell and n:
dfxtp 4, nor2 3, a21bo 1, a21oi 1
ha 1, mux2 1, mux2i 1, nand3b 1
nand4 1, nor2b 1, xnor2 1
cells by family after synthesis:
family | share of synthesized area [%]
compound gates | 8.39
simple gates | 21.0
mux | 14.0
xor+xnor | 4.90
flops | 44.8
fa+ha+maj | 6.99
power by group through the flow:
stage / logic (mW) / registers (mW) / clock network, mW
after CTS: 0.0298 / 0.106 / 0.120
after global routing: 0.0337 / 0.108 / 0.129
final: 0.0294 / 0.106 / 0.114
layout make-up:
cell class	count	area, sq um	area share (%)
Tap cell	46	57.6	18.0
Multi-Input combinational cell	12	98.8	31.0
Sequential cell	4	80.1	25.1
Timing Repair Buffer	6	60.1	18.8
Clock buffer	3	22.5	7.06
path summary, 6_finish.rpt:
| path | from | endpoint | slack (ns) | cells past startpoint |
|---|---|---|---|---|
| hold reg to reg | counter_out[3] | counter_out[3] | 0.57 | 2 |
| setup / recovery | counter_out[0] | counter_out[0] | 0.23 | 1 |
| hold / removal | counter_out[3] | counter_out[3] | 0.57 | 2 |
| setup reg to reg | counter_out[0] | counter_out[1] | 0.74 | 3 |
per-layer routing:
| metal | wire length [um] | global-route usage, % |
|---|---|---|
| met1 | 224 | 2.19 |
| met2 | 146 | 1.85 |
| met3 | 100 | 2.16 |
| met4 | 0 | 0.176 |
| met5 | 0 | 0 |
Power is estimated from default activity; no workload was simulated.
